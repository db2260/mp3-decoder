$ cat /design/flow/design.v
module async_receiver (clk, rxd, rxd_data_ready, rxd_data, rxd_idle, rxd_endofpacket);
input clk;
input rxd;
output reg rxd_data_ready = 0;
output reg [7:0] rxd_data = 0;   
output rxd_idle;
output reg rxd_endofpacket = 0;
parameter clk_freq = 25000000;  
parameter baud = 115200;
parameter over_sampling = 8; 
reg [3:0] rxd_state = 0;
wire over_sampling_tick;
baud_tick_gen #(clk_freq, baud, over_sampling) tickgen(.clk(clk), .enable(1'b1), .tick(over_sampling_tick));
reg [1:0] rxd_sync = 2'b11;
always @(posedge clk) begin
    if(over_sampling_tick)
        rxd_sync <= {rxd_sync[0], rxd};
end
reg [1:0] filter_cnt = 2'b11;
reg rxd_bit = 1'b1;
always @(posedge clk) begin
    if(over_sampling_tick) begin
        if(rxd_sync[1] == 1'b1 && filter_cnt != 2'b11)
            filter_cnt <= filter_cnt + 1'd1;
        else begin
            if(rxd_sync[1] == 1'b0 && filter_cnt != 2'b00)
                filter_cnt <= filter_cnt - 1'd1;
            if(filter_cnt == 2'b11)
                rxd_bit <= 1'b1;
            else
                if(filter_cnt == 2'b00)
                    rxd_bit <= 1'b0;
        end
    end
end
function integer log2(input integer v); begin 
    log2=0; 
    while(v>>log2)
        log2=log2+1;
end
endfunction
localparam p = log2(over_sampling);
reg [p-2:0] over_sampling_cnt = 0;
always @(posedge clk) begin
    if(over_sampling_tick)
        over_sampling_cnt <= (rxd_state==0) ? 1'd0 : over_sampling_cnt + 1'd1;
end
wire sample_now = over_sampling_tick && (over_sampling_cnt == over_sampling/2-1);
always @(posedge clk) begin
    case(rxd_state)
        4'b0000: if(~rxd_bit) rxd_state <=  4'b0001 ;   
        4'b0001: if(sample_now) rxd_state <= 4'b1000;    
        4'b1000: if(sample_now) rxd_state <= 4'b1001;    
        4'b1001: if(sample_now) rxd_state <= 4'b1010;    
        4'b1010: if(sample_now) rxd_state <= 4'b1011;    
        4'b1011: if(sample_now) rxd_state <= 4'b1100;    
        4'b1100: if(sample_now) rxd_state <= 4'b1101;    
        4'b1101: if(sample_now) rxd_state <= 4'b1110;    
        4'b1110: if(sample_now) rxd_state <= 4'b1111;    
        4'b1111: if(sample_now) rxd_state <= 4'b0010;    
        4'b0010: if(sample_now) rxd_state <= 4'b0000;    
        default: rxd_state <= 4'b0000;
    endcase
end
always @(posedge clk) begin
    if(sample_now && rxd_state[3])
        rxd_data <= {rxd_bit, rxd_data[7:1]};
end
always @(posedge clk) begin
    rxd_data_ready <= (sample_now && rxd_state==4'b0010 && rxd_bit);     
end
reg [p+1:0] gap_cnt = 0;
always @(posedge clk) begin
    if(rxd_state != 0)
        gap_cnt <= 0;
    else
        if(over_sampling_tick && ~gap_cnt[log2(over_sampling)+1])
            gap_cnt <= gap_cnt + 1'h1;
end
assign rxd_idle = gap_cnt[p+1];
always @(posedge clk) begin
 rxd_endofpacket <= over_sampling_tick & ~gap_cnt[p+1] & &gap_cnt[p:0];
end
endmodule
module baud_tick_gen (clk, enable, tick);
input clk, enable;
output tick;     
parameter clk_freq = 25000000;
parameter baud = 115200;
parameter over_sampling = 1;
function integer log2(input integer v); begin 
    log2=0; 
    while(v>>log2)
        log2=log2+1;
end
endfunction
localparam acc_width = log2(clk_freq/baud) + 8;
reg [acc_width:0] acc = 0;
localparam shift_limiter = log2(baud*over_sampling >> (31-acc_width));   
localparam inc = ((baud*over_sampling << (acc_width-shift_limiter)) + ( clk_freq >> (shift_limiter+1))) / (clk_freq >> shift_limiter);
always @(posedge clk) begin
    if(enable)
        acc <= acc[acc_width-1:0] + inc[acc_width:0];
    else
        acc <= inc[acc_width:0];
end
assign tick = acc[acc_width];
endmodule
module pwm(clk, pwm_in, pwm_out);
input clk;
input pwm_in;
output pwm_out;
wire rxd_data_ready;
wire [7:0] rxd_data;
async_receiver uut(.clk(clk), .rxd(pwm_in), .rxd_data_ready(rxd_data_ready), .rxd_data(rxd_data));
reg [7:0] rxd_data_reg;
always @(posedge clk) begin
    if(rxd_data_ready)
        rxd_data_reg <= rxd_data;
end
reg [8:0] pwm_accumulator;
always @(posedge clk) begin
    pwm_accumulator <= pwm_accumulator[7:0] + rxd_data_reg;
end
assign pwm_out = pwm_accumulator[8];
endmodule
$ cat /design/flow/run.sh
#!/bin/bash
# OpenROAD 26Q1-2900-gdf79404cd8, Yosys 0.63+post, stock flow scripts
make -C /OpenROAD-flow-scripts/flow DESIGN_CONFIG=/design/flow/config.mk WORK_HOME=/design/flow/orfs finish
$ cat /design/flow/config.mk
export PLATFORM = sky130hd
export DESIGN_NAME = pwm
export DESIGN_NICKNAME = pwm
export VERILOG_FILES = /design/flow/design.v
export SDC_FILE = /design/flow/constraint.sdc
export NUM_CORES = 4
export LEC_CHECK = 1
export CORE_UTILIZATION = 50
$ cat /design/flow/constraint.sdc
current_design pwm

set clk_period 3.7
set clk_io_pct 0.2

create_clock -name clk0 -period $clk_period [get_ports {clk}]

set non_clock_inputs [all_inputs -no_clocks]
set_input_delay [expr $clk_period * $clk_io_pct] -clock clk0 $non_clock_inputs
set_output_delay [expr $clk_period * $clk_io_pct] -clock clk0 [all_outputs]
==> deck_impl_summary.md <==
Synthesis and Place & Route Summary

Detailed routing
  – Via count: approximately 1.2k
  – WL final: around 2700 um
  – Drt drc: 0
  – Wire per inst: about 12 um
  – DRT Pass-1 Iters: 4
  – # diodes: 0
  – Post-route ant nets: 0
  – Iter 0 DRT Violations: 34
  – Via density: between 5 and 6

Pwr
  – Max VDD drop: around 180 uV
  – Pleak: around 0.85 nW
  – Power density cells: 393 nW/um^2

STA
  – Final tally of hold violations: 0
  – Fmax: between 500 and 600 MHz
  – Worst-Margin Slew: roughly 0.47 ns
  – Min Tclk post-route: 1.79 ns
  – Slew headroom: between 60% and 70%
  – Final setup viols: 0
  – Post-layout period usage: between 40% and 50%
  – Hold WS: ~0.43 ns
  – Max Slew Vio Count: 0
  – Final setup TNS: 0 ns
  – Final Skew: 0.00252 ns
  – RSZ-0062 raised after global routing: false

Placement
  – GP Congestion: around 0.79
  – Post-DP HPWL: ~1900 um
  – PortBufs: 2
  – Dpl cells: roughly 210
  – Placed Area: 2200 sq um

CTS
  – CTS resizes: 0
  – Post CTS Setup Buffer Count: 0
  – Clock Sinks: roughly 51
  – CTS buffer count: 5
  – Clock latency (worst-skew pair): around 0.29 ns
  – Worst-path clk slew: approximately 0.090 ns
  – CTS tree: yes
  – Root buffer cell: clkbuf_8
  – CTS Hold Buffers Added: 0
  – Longest Clk Path Bufs: 2
  – H-Tree Level Count: 2

Global routing
  – Vias in the first global route: roughly 1.1k
  – Initial antenna violation count: 0
  – Largest net degree at the start of global routing: 16
  – Total GRT Usage: between 10% and 20%
  – First-pass GRT wire length: 4730 um
  – Remaining global-route overflow: 0

Worst setup path
  – Crit Path Category: register to primary output
  – Crit path largest cell delay: 0.44 ns
  – WP data arrival: 1.05 ns
  – Critical path depth in cells: 1
  – CP Cell Sequence: clkdlybuf4s50_1
  – Buffers & Inverters on Critical Path: 1
  – CP top delay family: buffers and inverters
  – Setup crit end kind: primary output
  – Startpoint Class: register
  – Worst reg2reg path depth: 6
  – CP max-delay cell: clkdlybuf4s50_1
  – Req. time, crit path: just under 3 ns
  – Largest fanout on the critical path: 1

Synthesis
  – Cell type with the largest total area: edfxtp_1
  – Top cells by count: 28 x edfxtp_1, 23 x dfxtp_1, 13 x ha_1
  – FFs w/ async S/R, synth: 0%
  – Yosys Chip Area: 2120 sq um
  – Sequential-to-total area share from yosys stat: between 60% and 70%
  – Post-synthesis register bit count: a little over 50
  – Most common cell in the netlist: edfxtp_1
  – Cells in synth_stat.txt: between 150 and 200
  – Cells after synthesis: around 160
  – Synth cell types: 38
  – Dominant flop cell: edfxtp_1
  – Syn Area/Cell: around 13 sq um
  – Yosys warns: 3
  – Synth Cell Area: ~2100 sq um
  – Post-synth EDFFs: 28
  – Top cells by area: edfxtp_1 40%, dfxtp_1 22%, ha_1 7.7%
  – Yosys top cell area share: about two fifths

Final layout
  – Largest register by flop count: uut.tickgen.acc
  – Biggest regs: uut.tickgen.acc x13, pwm_accumulator x9
  – Logic area: 767 sq um
  – Filler cells: 321
  – Layout Area Growth over Synthesis: 7.43%
  – Share of cells above drive strength 1: 6.98%
  – Register Area: around 1300 sq um
  – Non-filler instance count after layout: approximately 220
  – Finished layout cell area: approximately 2300 sq um
  – Final core utilization: between 50% and 60%
  – Max FFs per register: 13

Floorplan
  – Core ar.: about 4000 sq um
  – Die X: roughly 67 um
  – Chip height: roughly 67 um
  – Number of I/O pins: 3
  – Pre-Place Util: a little over half
  – Die ar.: 4510 sq um
  – Rows: 23

Run status
  – Run status: complete, no violations

Flow run
  – Log Warnings: 26
  – Max-Cap Viols: 0

Hold path
  – Hold Path Depth: 0
  – Hold Path Class: register to register
==> per-layer routing <==
metal	GRT usage, %	up-vias	wire length, um
met2	20.3	17	1110
met5	0	-	0
li1	-	603	-
met3	2.91	5	86
met1	26.4	545	1460
met4	2.39	0	34
==> path summary, 6_finish.rpt <==
check / from / slack [ns] / endpoint
max: pwm_accumulator[8] / 1.91 / pwm_out
min: uut.rxd_data[0] / 0.43 / rxd_data_reg[0]
max reg2reg: uut.over_sampling_cnt[0] / 1.94 / uut.rxd_state[1]
min reg2reg: uut.rxd_data[0] / 0.43 / rxd_data_reg[0]
==> power breakdown <==
| group | leakage (nW) | internal (mW) | total [mW] | switching (mW) |
|---|---|---|---|---|
| sequential | 0.439 | 0.590 | 0.590 | 0 |
| combinational | 0.371 | 0.000900 | 0.000999 | 0.0000987 |
| clock | 0.0428 | 0.133 | 0.304 | 0.172 |
==> cell usage in the layout (no fill, tap or decap), types with 2 or more instances in the layout <==
master            n
ha_1             13
o21ai_0           4
a21oi_1           7
dfxtp_1          23
nor2b_1           5
nand2_1          10
nor4_1            3
clkdlybuf4s50_1   2
a311o_1           2
clkbuf_8          5
nor3b_1           2
nand3_1           4
a22oi_1           2
xnor2_1           8
nor3_1            2
a21o_1            4
nor2_1            8
edfxtp_1         28
xor2_1            7
inv_1            11
==> cell families (layout without fill, tap and decap cells) <==
| kind of cell | after synthesis | in the layout | synth area share, % |
|---|---|---|---|
| xor gates and xnor gates | 15 | 15 | 6.19 |
| DFF | 51 | 51 | 61.3 |
| buffers and inverters | 14 | 22 | 2.59 |
| AOI/OAI and AO/OA | 31 | 31 | 11.6 |
| adders and majority gates | 14 | 14 | 8.60 |
| and+or+nand+nor | 38 | 38 | 9.25 |
| muxes | 1 | 1 | 0.471 |
==> cell type report <==
type                    count  area share, %
well taps                  50           2.74
inverters                  12           1.97
flip-flops and latches     51           57.0
repair buffers              2          0.878
clock inverters             2          0.549
multi-input cells          99           33.6
clock buffers               6           3.18
==> stage by stage <==
stage          setup slack [ns]  total power [mW]
2_1_floorplan              2.16             0.604
3_3_place_gp               2.09             0.605
3_5_place_dp               1.98             0.605
4_1_cts                    1.90             0.909
5_1_grt                    1.83             0.929
6_report                   1.91             0.896
Power figures rest on the tool's default switching activity, not on a simulated workload.
